$ cat design/flow/constraint.sdc
current_design sync

set clk_period 6.3
set clk_io_pct 0.2

create_clock -name clk0 -period $clk_period [get_ports {clock}]

set non_clock_inputs [all_inputs -no_clocks]
set_input_delay [expr $clk_period * $clk_io_pct] -clock clk0 $non_clock_inputs
set_output_delay [expr $clk_period * $clk_io_pct] -clock clk0 [all_outputs]
$ cat design/flow/run.sh
#!/bin/bash
# OpenROAD 26Q1-2900-gdf79404cd8, Yosys 0.63+post, stock flow scripts
make -C /OpenROAD-flow-scripts/flow DESIGN_CONFIG=/design/flow/config.mk WORK_HOME=/design/flow/orfs finish
$ cat design/flow/config.mk
export PLATFORM = sky130hd
export DESIGN_NAME = sync
export DESIGN_NICKNAME = sync
export VERILOG_FILES = /design/flow/design.v
export SDC_FILE = /design/flow/constraint.sdc
export NUM_CORES = 4
export LEC_CHECK = 1
export CORE_UTILIZATION = 40
$ cat design/flow/design.v
`timescale 1ns/100ps
(* equivalent_register_removal = "no" *) 
module demux(clock, indata, indata180, outdata);
input clock;
input [15:0] indata;
input [15:0] indata180;
output [31:0] outdata;
reg [15:0] dly_indata180, next_dly_indata180;
assign outdata = {dly_indata180,indata};
always @(posedge clock) 
begin
  dly_indata180 = next_dly_indata180;
end
always @*
begin
  #1;
  next_dly_indata180 = indata180;
end
endmodule
`timescale 1ns/100ps
module filter (clock, indata, indata180, outdata);
input clock;
input [31:0] indata;
input [31:0] indata180;
output [31:0] outdata;
reg [31:0] dly_indata, next_dly_indata; 
reg [31:0] dly_indata180, next_dly_indata180; 
reg [31:0] outdata, next_outdata;
always @(posedge clock) 
begin
  outdata = next_outdata;
  dly_indata = next_dly_indata;
  dly_indata180 = next_dly_indata180;
end
always @*
begin
  #1;
  next_outdata = (outdata | dly_indata | indata) & dly_indata180;
  next_dly_indata = indata;
  next_dly_indata180 = indata180;
end
endmodule
(* equivalent_register_removal = "no" *)
module outbuf (pad, clk, outsig, oe);
inout pad;
input clk;
input outsig, oe;
reg sampled_outsig, next_sampled_outsig;
reg sampled_oe, next_sampled_oe;
assign pad = (sampled_oe) ? sampled_outsig : 1'bz;
always @ (posedge clk)
begin
  sampled_outsig = next_sampled_outsig;
  sampled_oe = next_sampled_oe;
end
always @*
begin
  #1;
  next_sampled_outsig = outsig;
  next_sampled_oe = oe;
end
endmodule
(* equivalent_register_removal = "no" *)
module ddr_clkout (pad, clk);
input clk;
output pad;
ODDR2 ddrout (.Q(pad), .D0(1'b0), .D1(1'b1), .C0(!clk), .C1(clk));
endmodule
(* equivalent_register_removal = "no" *)
module ddr_inbuf (clk, pad, indata, indata180);
parameter WIDTH=32;
input clk;
input [WIDTH-1:0] pad;
output [WIDTH-1:0] indata;
output [WIDTH-1:0] indata180;
reg [WIDTH-1:0] indata, indata180, next_indata;
always @(posedge clk) indata = next_indata;
always @(negedge clk) indata180 = next_indata;
always @* begin #1; next_indata = pad; end
endmodule
module dly_signal (clk, indata, outdata);
parameter WIDTH = 1;
input clk;
input [WIDTH-1:0] indata;
output [WIDTH-1:0] outdata;
reg [WIDTH-1:0] outdata, next_outdata;
always @(posedge clk) outdata = next_outdata;
always @*
begin
  #1;
  next_outdata = indata;
end
endmodule
module pipeline_stall (clk, reset, datain, dataout);
parameter WIDTH = 1;
parameter DELAY = 1;
input clk, reset;
input [WIDTH-1:0] datain;
output [WIDTH-1:0] dataout;
reg [(WIDTH*DELAY)-1:0] dly_datain, next_dly_datain;
assign dataout = dly_datain[(WIDTH*DELAY)-1 : WIDTH*(DELAY-1)];
initial dly_datain = 0;
always @ (posedge clk or posedge reset)
begin
  if (reset)
    dly_datain = 0;
  else dly_datain = next_dly_datain;
end
always @*
begin
  #1;
  next_dly_datain = {dly_datain, datain};
end
endmodule
module full_synchronizer (clk, reset, datain, dataout);
parameter WIDTH = 1;
input clk, reset;
input [WIDTH-1:0] datain;
output [WIDTH-1:0] dataout;
pipeline_stall #(WIDTH,2) sync (clk, reset, datain, dataout);
endmodule
module reset_sync (clk, hardreset, reset);
input clk, hardreset;
output reset;
reg [3:0] reset_reg, next_reset_reg;
assign reset = reset_reg[3];
initial reset_reg = 4'hF;
always @ (posedge clk or posedge hardreset)
begin
  if (hardreset)
    reset_reg = 4'hF;
  else reset_reg = next_reset_reg;
end
always @*
begin
  next_reset_reg = {reset_reg,1'b0};
end
endmodule
`timescale 1ns/100ps
module sync (clock, indata, intTestMode, numberScheme, filter_mode, demux_mode, falling_edge, outdata);
input clock;
input [31:0] indata;
input intTestMode;
input numberScheme;
input filter_mode;
input demux_mode;
input falling_edge;
output [31:0] outdata;
dly_signal sampled_intTestMode_reg (clock, intTestMode, sampled_intTestMode);
dly_signal sampled_numberScheme_reg (clock, numberScheme, sampled_numberScheme);
wire [31:0] sync_indata, sync_indata180;
ddr_inbuf inbuf (clock, indata, sync_indata, sync_indata180);
reg [7:0] testcount, next_testcount;
initial testcount=0;
always @ (posedge clock) testcount = next_testcount;
always @* begin #1; next_testcount = testcount+1'b1; end
wire [7:0] testcount1 = {
  testcount[0],testcount[1],testcount[2],testcount[3],
  testcount[4],testcount[5],testcount[6],testcount[7]};
wire [7:0] testcount2 = {
  testcount[3],testcount[2],testcount[1],testcount[0],
  testcount[4],testcount[5],testcount[6],testcount[7]};
wire [7:0] testcount3 = {
  testcount[3],testcount[2],testcount[1],testcount[0],
  testcount[7],testcount[6],testcount[5],testcount[4]};
wire [31:0] itm_count;
(* equivalent_register_removal = "no" *)
dly_signal #(32) sampled_testcount_reg (clock, {testcount3,testcount2,testcount1,testcount}, itm_count);
wire [31:0] itm_indata = (sampled_intTestMode) ? itm_count : sync_indata;
wire [31:0] itm_indata180 = (sampled_intTestMode) ? ~itm_count : sync_indata180;
wire [31:0] demuxL_indata; 
demux demuxL (
  .clock(clock),
  .indata(itm_indata[15:0]), 
  .indata180(itm_indata180[15:0]), 
  .outdata(demuxL_indata));
wire [31:0] demuxH_indata; 
demux demuxH (
  .clock(clock),
  .indata(itm_indata[31:16]), 
  .indata180(itm_indata180[31:16]), 
  .outdata(demuxH_indata));
wire [31:0] demux_indata = (sampled_numberScheme) ? {demuxH_indata[15:0],demuxH_indata[31:16]} : demuxL_indata;
wire [31:0] filtered_indata; 
filter filter (
  .clock(clock), 
  .indata(itm_indata),
  .indata180(itm_indata180),
  .outdata(filtered_indata));
reg [1:0] select, next_select;
reg [31:0] selectdata, next_selectdata;
reg [31:0] outdata;
always @(posedge clock) 
begin
  select = next_select;
  selectdata = next_selectdata;
end
always @*
begin
  #1;
  if (demux_mode)	    
    next_select = 2'b10;
  else if (filter_mode)
    next_select = 2'b11;
  else next_select = {1'b0,falling_edge};
  case (select) 
    2'b00 : next_selectdata = itm_indata;
    2'b01 : next_selectdata = itm_indata180;
    2'b10 : next_selectdata = demux_indata;
    2'b11 : next_selectdata = filtered_indata;
  endcase
  outdata = (sampled_numberScheme) ? {selectdata[15:0],selectdata[31:16]} : selectdata;
end
endmodule
==> results.yml <==
# physical design summary
run_status:
  status: "completed"
synth:
  ys_seq_share_pct: 61.1
  yosys.area.top_type: "dfxtp_1"
  synthesis.area_um2: 6950
  yosys_warnings: 9
  post_synth.cell_area_avg_um2: 12.4
  synth.distinct_cells: 25
  yosys.area.top_type_share_pct: 61.1
  ys_area_um2: 6950
  ys_top_cells_by_area: "dfxtp_1 61%, mux2_2 7.9%, mux2i_1 4.6%"
  numSynthFlops: 212
  yosysCellCount: 561
  synth_cells: 561
worst_setup_path:
  worstPathCellList: "clkdlybuf4s50_1"
  slowest_stage: "clkdlybuf4s50_1"
  cp-start-kind: "input port"
  cp_top_family: "buffers and inverters"
  path_buffers: 1
  worst_setup_path_end_kind: "flip-flop"
  critPathMaxStageDelay_ns: 0.42
  path_max_fanout: 2
  worstSetupPathDepth: 1
  required_ns: 3.57
  critPathKind: "input port to flip-flop"
  ff2ff_path_depth: 3
  cp_data_arrival_time_ns: 1.68
clock_network:
  numCtsBuffers: 23
  root_buffer: "clkbuf_16"
  cts_resized: 0
  cts_sinks: 212
  clkLatencyLatePin_ns: 0.56
  h-tree-depth: 1
  clockBufferDepth: 3
  cts.clk_slew.worst_paths_ns: 0.06
  post-cts-setup-buffers: 0
  cts.hold.buffers_added: 0
  cts_tree: "done"
layout:
  final_core_util_pct: 51.5
  syn2layout_area_growth_pct: 24.3
  drive_above_1_share_pct: 16.7
  fin_area_um2: 8640
timing:
  hold_violations: 0
  finalMaxSlewViolations: 0
  rsz0062_at_grt: "no"
  relSlewSlack_pct: 53.7
  skew_ns: 0.0669
  finalSetupTns_ns: 0
  finalSetupViolCount: 0
  worst_pin_slew_ns: 0.693
run:
  cap_violations: 0
  warnings: 57
grt:
  grt_pass1_vias: 4336
  grt_usage_pct: 16.4
  grt_pass1_wl_um: 22300
  antenna_found_initial: 0
  grt_max_degree: 65
  overflow: 0
power:
  powerDensity_nw_per_um2: 360
  ir_drop_mv: 0.232
  leakage_nw: 3.96
detailed_routing:
  drt-initial-drc-count: 210
  avgRoutedWirePerCell_um: 15.4
  num_antenna_cells: 0
  drt-vias-per-instance: 4.92
  wl_um: 13800
  drc_errors: 0
  vias: 4413
  route.antenna.remaining_nets: 0
  drt_first_pass_iters: 4
die:
  die_area_um2: 17900
  io_pins: 70
  die_w_um: 134
  coreArea_um2: 16800
  num_rows: 47
  fp_util_pct: 41.4
  die_h_um: 134
placement:
  hpwl_um: 8620
  io_buffers: 69
  place_congestion: 0.790
  place_area_um2: 7780
min_path:
  hold_path_depth: 0
  hold_class: "flip-flop to flip-flop"
==> cells by family after synthesis <==
logic type	share of synthesized area [%]
flops	61.1
compound gates	16.1
mux	15.8
buf+inv	4.39
simple gates	1.64
xor+xnor	0.756
fa+ha+maj	0.180
==> cell usage in the layout, fill, tap and decap left out, types with 2 or more instances in the layout <==
master and n:
mux2i_1 32, o22ai_1 32, nand3_1 5, o211a_1 32
inv_6 3, buf_4 5, mux2_4 15, mux2_2 49
clkinv_1 2, clkbuf_16 23, o31a_1 32, xnor2_1 5
o21ai_0 64, clkinv_2 4, inv_1 65, nor2_1 2
clkdlybuf4s50_1 69, bufinv_16 2, nand2b_1 9, inv_4 6
dfxtp_1 211, and3_1 2
==> path summary, 6_finish.rpt <==
path                          startpoint                                   endpoint  slack, ns
max                           indata[14]                inbuf.indata180[14]$_DFF_N_       1.89
min                 testcount[7]$_DFF_P_  sampled_testcount_reg.outdata[27]$_DFF_P_       0.37
max reg2reg  inbuf.indata180[28]$_DFF_N_                     selectdata[28]$_DFF_P_       2.26
min reg2reg         testcount[7]$_DFF_P_  sampled_testcount_reg.outdata[27]$_DFF_P_       0.37
==> metal layers <==
layer / global-route usage, % / part of all wire (%)
met1: 23.2 / 46
met2: 27.1 / 48
met5: 0 / 0
met4: 3.47 / 1.4
met3: 2.89 / 3.9
==> synth_stat cells, drive strengths merged <==
master	count
o31a	32
o21ai	64
o22ai	32
ha	1
mux2i	32
clkbuf	15
dfxtp	212
nand2	1
nand2b	9
nand3	5
o211a	32
and3	2
nor2	2
buf	16
xnor2	5
or2	1
xor2	1
inv	35
mux2	64
==> registers in the layout, indices dropped and copies added (netlist names) <==
name                              cells
filter.dly_indata                    32
filter.outdata                       32
inbuf.indata180                      32
inbuf.indata                         32
selectdata                           32
filter.dly_indata180                 31
sampled_testcount_reg.outdata         8
testcount                             8
select                                2
demuxH.dly_indata180                  1
sampled_intTestMode_reg.outdata       1
sampled_numberScheme_reg.outdata      1
==> layout make-up <==
type                            instances  area [µm²]
Clock buffer                           23         576
Clock inverter                         51         284
Fill cell                            1423        8120
Inverter                               34         128
Multi-Input combinational cell        283        2400
Sequential cell                       212        4250
Tap cell                              220         275
Timing Repair Buffer                   74         728
==> stage by stage <==
stage / hold slack, ns / setup WS, ns / std cells / total power, W
after CTS: 0.368 / 1.90 / 897 / 0.00315
after detailed placement: 0.358 / 1.33 / 824 / 0.00180
after global routing: 0.380 / 1.88 / 897 / 0.00325
final: 0.371 / 1.89 / 897 / 0.00311
after global placement: 0.356 / 1.35 / 824 / 0.00180
after floorplan: 0.350 / 1.79 / 561 / 0.00168
==> power by group <==
part / switching [W] / total, W / internal [W]
Combinational: 0.0000971 / 0.000258 / 0.000161
Sequential: 0.0000444 / 0.00149 / 0.00144
Clock: 0.000581 / 0.00137 / 0.000786
Total: 0.000722 / 0.00311 / 0.00239
Power figures rest on the tool's default switching activity, not on a simulated workload.
