$ cat design/flow/run.sh
#!/bin/bash
# OpenROAD 26Q1-2900-gdf79404cd8, Yosys 0.63+post, stock flow scripts
make -C /OpenROAD-flow-scripts/flow DESIGN_CONFIG=/design/flow/config.mk WORK_HOME=/design/flow/orfs finish
$ cat design/flow/config.mk
export PLATFORM = sky130hd
export DESIGN_NAME = rle_enc
export DESIGN_NICKNAME = rle_enc
export VERILOG_FILES = /design/flow/design.v
export SDC_FILE = /design/flow/constraint.sdc
export NUM_CORES = 4
export LEC_CHECK = 1
export CORE_UTILIZATION = 50
$ cat design/flow/constraint.sdc
current_design rle_enc

set clk_period 7.1
set clk_io_pct 0.2

create_clock -name clk0 -period $clk_period [get_ports {clock}]

set non_clock_inputs [all_inputs -no_clocks]
set_input_delay [expr $clk_period * $clk_io_pct] -clock clk0 $non_clock_inputs
set_output_delay [expr $clk_period * $clk_io_pct] -clock clk0 [all_outputs]
$ cat design/flow/design.v
`timescale 1ns/100ps
module rle_enc(
  clock, reset, 
  enable, arm, 
  rle_mode, demux_mode, disabledGroups, 
  dataIn, validIn, 
  dataOut, validOut);
input clock, reset;
input enable, arm;
input [1:0] rle_mode;
input demux_mode;
input [3:0] disabledGroups;
input [31:0] dataIn;
input validIn;
output [31:0] dataOut;
output validOut;
localparam TRUE = 1'b1;
localparam FALSE = 1'b0;
localparam RLE_COUNT = 1'b1;
reg active, next_active;
reg mask_flag, next_mask_flag;
reg [1:0] mode, next_mode;
reg [30:0] data_mask, next_data_mask;
reg [30:0] last_data, next_last_data;
reg last_valid, next_last_valid;
reg [31:0] dataOut, next_dataOut;
reg validOut, next_validOut;
reg [30:0] count, next_count;		 
reg [8:0] fieldcount, next_fieldcount;	 
reg [1:0] track, next_track;		 
wire [30:0] inc_count = count+1'b1;
wire count_zero = ~|count;
wire count_gt_one = track[1];
wire count_full = (count==data_mask);
reg demux_mismatch;
reg mismatch;
wire [30:0] masked_dataIn = dataIn & data_mask;
wire rle_repeat_mode = 0;  
always @ (posedge clock)
begin
  mode = next_mode;
  data_mask = next_data_mask;
end
always @*
begin
  next_mode = 2'h3;  
  case (disabledGroups)
    4'b1110,4'b1101,4'b1011,4'b0111 : next_mode = 2'h0;  
    4'b1100,4'b1010,4'b0110,4'b1001,4'b0101,4'b0011 : next_mode = 2'h1;  
    4'b1000,4'b0100,4'b0010,4'b0001 : next_mode = 2'h2;  
  endcase
  next_data_mask = demux_mode ? 32'h7FFF7FFF : 32'h7FFFFFFF;
  case (mode)
    2'h0 : next_data_mask = 32'h0000007F;
    2'h1 : next_data_mask = demux_mode ? 32'h00007F7F : 32'h00007FFF;
    2'h2 : next_data_mask = 32'h007FFFFF;
  endcase
end
initial begin active=0; mask_flag=0; count=0; fieldcount=0; track=0; validOut=0; last_valid=0; end
always @ (posedge clock or posedge reset)
begin
  if (reset)
    begin
      active = 0;
      mask_flag = 0;
    end
  else 
    begin
      active = next_active;
      mask_flag = next_mask_flag;
    end
end
always @ (posedge clock)
begin
  count = next_count;
  fieldcount = next_fieldcount;
  track = next_track;
  dataOut = next_dataOut;
  validOut = next_validOut;
  last_data = next_last_data;
  last_valid = next_last_valid;
end
always @*
begin
  next_active = active | (enable && arm);
  next_mask_flag = mask_flag | (enable && arm);  
  next_dataOut = (mask_flag) ? masked_dataIn : dataIn;
  next_validOut = validIn;
  next_last_data = (validIn) ? masked_dataIn : last_data; 
  next_last_valid = FALSE;
  next_count = count & {31{active}};
  next_fieldcount = fieldcount & {9{active}};
  next_track = track & {2{active}};
  mismatch = |(masked_dataIn^last_data);  
  if (demux_mode)
    begin
      case (mode)
        2'h0 : demux_mismatch = 0;  
        2'h1 : demux_mismatch = (dataIn[14:8] != dataIn[6:0]);
        2'h2 : demux_mismatch = 0;  
        2'h3 : demux_mismatch = (dataIn[30:16] != dataIn[14:0]);
      endcase
    end
  else
    demux_mismatch = 0;
  if (active)
    begin
      next_validOut = FALSE;
      next_last_valid = last_valid | validIn;
      if (validIn && last_valid)
        if (!enable || mismatch || demux_mismatch || count_full)  
          begin
	    next_active = enable;
            next_validOut = TRUE;
            next_dataOut = {RLE_COUNT,count};
            case (mode)
              2'h0 : next_dataOut = {RLE_COUNT,count[6:0]};
              2'h1 : next_dataOut = {RLE_COUNT,count[14:0]};
              2'h2 : next_dataOut = {RLE_COUNT,count[22:0]};
            endcase
            if (!count_gt_one) next_dataOut = last_data;
	    next_fieldcount = fieldcount+1'b1;  
	    next_count = (mismatch || demux_mismatch || ~rle_mode[1] || ~rle_mode[0] & fieldcount[8]) ? 0 : 1;
	    next_track = next_count[1:0];
          end
        else  
	  begin
            next_count = inc_count;
	    if (count_zero)  
	      begin
		next_fieldcount = 0;
		next_validOut = TRUE;
	      end
	    if (rle_repeat_mode && count_zero) next_count = 2;
	    next_track = {|track,1'b1};
	  end
    end
end
endmodule
==> impl_metrics.json <==
{
  "finalCriticalPeriod_ps": 4550,
  "ys_chip_area_sq_um": 5981,
  "rsz0062_at_grt": "no",
  "core-area_sq_um": 11520,
  "status": "completed",
  "worst_setup_path_start_kind": "input port",
  "worstPathArrival_ps": 4850,
  "max_freq_mhz": 219.8,
  "cp.required_ps": 7400,
  "num_antenna_cells": 0,
  "grt_pass1_vias": 4560,
  "leakagePower_nw": 2.812,
  "fin_ws_ps": 2550,
  "synth-seq-cells": 116,
  "cts_buffer_depth": 2,
  "most-common-layout-cells": "dfxtp_1 (82), clkdlybuf4s50_1 (76), nand2_1 (63)",
  "power_density_nw_per_um2": 269.0,
  "preCtsSetupSlack_ps": 2116,
  "crit_path_max_fanout": 37,
  "critPathKind": "in2reg",
  "warning_count": 29,
  "yosysWarningCount": 1,
  "hold_depth": 2,
  "ir_drop_uv": 254.6,
  "timing.rr.end": "dataOut[1]$_DFF_P_",
  "drc_errors": 0,
  "htreeDepth": 4,
  "finClkSkew_ps": 5.927,
  "final_common_cell": "dfxtp_1",
  "setup_viol": 0,
  "hold_end": "track[0]$_DFF_P_",
  "yosysSeqAreaShare": 0.4418,
  "ff2ff_path_depth": 9,
  "slew_headroom": 0.4721,
  "wl_mm": 15.99,
  "stdcell_area_sq_um": 7417,
  "initCoreUtil": 0.5193,
  "synth_cells": 632,
  "cts-resized-gates": 0,
  "rows": 39,
  "fill_cells": 930,
  "dpl_cell_area_sq_um": 6804,
  "r2r_setup_slack_ps": 3450,
  "whs_ps": 471.6,
  "antenna_found_initial": 0,
  "yosys_cells": 632,
  "ios": 77,
  "gr-total-overflow": 0,
  "cts_tree": "done",
  "reg2reg_from": "count[0]$_DFF_P_",
  "min_from": "track[0]$_DFF_P_",
  "clk_latency_ps": 410,
  "drive_gt1_frac": 0.09397,
  "hold_viol": 0,
  "cap_viol_max_count": 0,
  "grt_pass1_wl_mm": 25.22,
  "clock-sinks": 116,
  "postCtsSetupBuffers": 0,
  "period_used_share": 0.6409,
  "clk_pin_slew_worst_paths_ps": 50,
  "die-area_sq_um": 12400,
  "syn-cell-area_sq_um": 5981,
  "vias_per_cell": 5.676,
  "chipWidth_microns": 111.4,
  "hpwlAfterDp_mm": 11.49,
  "detail_route.wl_per_cell_microns": 18.67,
  "avgSynthCellArea_sq_um": 9.463,
  "area_delta_synth_final_pct": 24.02,
  "port_buffers": 76,
  "cts-hold-fix-buffers": 0,
  "grtUsageTotal": 0.2764,
  "drt_iter0_drc": 322,
  "via_count": 4859,
  "endpoint_kind": "flip-flop",
  "synth-edff-count": 31,
  "cts_buffers": 17,
  "dr.pass1.iters": 22,
  "chipHeight_microns": 111.4,
  "final-max-slew-violation-count": 0,
  "worstMarginPinSlew_ps": 784.6,
  "ys_types": 56,
  "drtAntennaViolNets": 0,
  "min_path_type": "reg2reg",
  "cts_root_buf": "clkbuf_16",
  "synthFlopType": "dfxtp_1",
  "grt_max_degree": 57,
  "finalSetupTns_ps": 0,
  "place.gp.congestion": 0.9427,
  "ys_async_sr_fraction": 0.01724
}
[power breakdown]
group / switching (mW) / internal [mW]
clock: 0.291 / 0.570
combinational: 0.149 / 0.174
sequential: 0.0586 / 0.753
[synth_stat cells, types with 10 or more instances]
library cell  instances  share of area
dfxtp_1              83           0.28
nand2_1              63          0.040
nor2_1               51          0.032
xor2_1               38          0.056
xnor2_1              34          0.050
edfxtp_1             31           0.16
and2_1               28          0.029
mux2i_1              27          0.045
clkbuf_1             23          0.014
a31oi_1              21          0.022
inv_1                20          0.013
nand4_1              19          0.020
nor2b_1              19          0.020
nand3_1              16          0.013
mux2_2               15          0.028
a21oi_1              10         0.0084
o21ai_0              10         0.0084
[state kept, by name, summed over array words and instances, names as in the netlist]
| name | cells |
|---|---|
| last_valid | 1 |
| dataOut | 32 |
| validOut | 1 |
| track | 2 |
| last_data | 31 |
| fieldcount | 9 |
| count | 31 |
| mode | 2 |
| data_mask | 5 |
| active | 1 |
| mask_flag | 1 |
[routing by layer]
metal	GRT usage	routed length (microns)	up-vias
li1	-	-	2379
met1	0.4450	7489	2301
met2	0.3958	6889	164
met3	0.08255	1392	15
met4	0.03514	214	0
met5	0	0	-
[area by class of cell]
| class | instances | area [sq um] | share of cell area |
|---|---|---|---|
| clock buffers | 27 | 555.5 | 0.07490 |
| clock inverters | 5 | 57.56 | 0.007760 |
| inverters | 21 | 78.83 | 0.01063 |
| multi-input cells | 463 | 3104 | 0.4185 |
| flip-flops and latches | 116 | 2644 | 0.3564 |
| well taps | 143 | 178.9 | 0.02412 |
| repair buffers | 81 | 798.3 | 0.1076 |
[critical path, cell delays in order]
cell	delay, ps
clkdlybuf4s50_1	670
xnor2_1	160
nand4_1	110
or4_1	540
a211oi_2	300
nand4_1	500
and3_2	420
buf_4	310
a221o_1	390
[logic make-up after synthesis]
group	synth area share
flip-flops	0.4418
buffers and inverters	0.03933
adder cells (fa/ha/maj)	0.01255
multiplexers	0.07343
XOR/XNOR	0.1054
AND-OR/OR-AND	0.1038
AND/OR/NAND/NOR	0.2236
[per-stage QoR]
stage / util / total power, mW / cells
global placement: 0.5908 / 1.142 / 824
finish: 0.6441 / 1.995 / 856
CTS: 0.6441 / 2.006 / 856
global route: 0.6441 / 2.083 / 856
detailed placement: 0.5908 / 1.145 / 824
floorplan: - / 0.9965 / 632
[how the worst max path moves through the flow]
stage / start / end / slack, ps / cells past startpoint
finish: dataIn[13] / fieldcount[5]$_DFF_P_ / 2550 / 9
global route: dataIn[2] / fieldcount[7]$_DFF_P_ / 2320 / 9
CTS: dataIn[2] / fieldcount[5]$_DFF_P_ / 2560 / 9
Power is estimated from default activity; no workload was simulated.
