--- design/flow/design.v ---
module async_fifo (
  wrclk, wrreset, rdclk, rdreset,
  space_avail, wrenb, wrdata,
  read_req, data_avail, 
  data_valid, data_out);
parameter ASYNC_FIFO_MAXINDEX = 3;
parameter ASYNC_FIFO_MAXDATA = 31;
parameter ASYNC_FIFO_FULLTHRESHOLD = 4;		 
input wrclk, wrreset;
input rdclk, rdreset;
output space_avail;
input wrenb;
input [ASYNC_FIFO_MAXDATA:0] wrdata;
input read_req;
output data_avail, data_valid;
output [ASYNC_FIFO_MAXDATA:0] data_out;
wire [ASYNC_FIFO_MAXINDEX+1:0] stable_wrptr, stable_rdptr;
wire [ASYNC_FIFO_MAXINDEX:0] ram_wraddr, ram_rdaddr;
wire [ASYNC_FIFO_MAXDATA:0] ram_wrdata, ram_rddata;
async_fifo_ram ram (
  wrclk, rdclk, 
  ram_wrenb, ram_wraddr, ram_wrdata, 
  ram_rdenb, ram_rdaddr, ram_rddata);
defparam ram.ASYNC_FIFO_MAXINDEX = ASYNC_FIFO_MAXINDEX;
defparam ram.ASYNC_FIFO_MAXDATA = ASYNC_FIFO_MAXDATA;
async_fifo_wrpath wrpath (
  wrclk, wrreset, 
  space_avail, wrenb, wrdata,
  ram_wrenb, ram_wraddr, ram_wrdata,
  stable_wrptr, stable_rdptr);
defparam wrpath.ASYNC_FIFO_MAXINDEX = ASYNC_FIFO_MAXINDEX;
defparam wrpath.ASYNC_FIFO_MAXDATA = ASYNC_FIFO_MAXDATA;
defparam wrpath.ASYNC_FIFO_FULLTHRESHOLD = ASYNC_FIFO_FULLTHRESHOLD;
async_fifo_rdpath rdpath (
  rdclk, rdreset, 
  read_req, data_avail, 
  data_valid, data_out,
  ram_rdenb, ram_rdaddr, ram_rddata,
  stable_wrptr, stable_rdptr);
defparam rdpath.ASYNC_FIFO_MAXINDEX = ASYNC_FIFO_MAXINDEX;
defparam rdpath.ASYNC_FIFO_MAXDATA = ASYNC_FIFO_MAXDATA;
endmodule
module async_fifo_wrpath (
  clk, reset, 
  space_avail, data_valid, wrdata,
  ram_wrenb, ram_wraddr, ram_wrdata,
  stable_wrptr, stable_rdptr);
parameter ASYNC_FIFO_MAXINDEX = 3;
parameter ASYNC_FIFO_MAXDATA = 31;
parameter ASYNC_FIFO_FULLTHRESHOLD = 4;
input clk, reset;
output space_avail;
input data_valid;
input [ASYNC_FIFO_MAXDATA:0] wrdata;
output ram_wrenb;
output [ASYNC_FIFO_MAXINDEX:0] ram_wraddr;
output [ASYNC_FIFO_MAXDATA:0] ram_wrdata;
output [ASYNC_FIFO_MAXINDEX+1:0] stable_wrptr;
input [ASYNC_FIFO_MAXINDEX+1:0] stable_rdptr;
localparam WIDTH = ASYNC_FIFO_MAXINDEX+2;
function [WIDTH-1:0] gray2bin;
input [WIDTH-1:0] gray;
integer i;
begin
  gray2bin[WIDTH-1] = gray[WIDTH-1];
  for (i=WIDTH-2; i>=0; i=i-1) gray2bin[i] = gray2bin[i+1]^gray[i];
end
endfunction
function [WIDTH-1:0] bin2gray;
input [WIDTH-1:0] bin;
integer i;
begin
  for (i=0; i<WIDTH-1; i=i+1) bin2gray[i] = bin[i+1] ^ bin[i];
  bin2gray[WIDTH-1] = bin[WIDTH-1];
end
endfunction
reg [ASYNC_FIFO_MAXINDEX+1:0] stable_wrptr, next_stable_wrptr;
reg [ASYNC_FIFO_MAXINDEX+1:0] wrptr, next_wrptr;
reg [ASYNC_FIFO_MAXINDEX+1:0] rdptr, next_rdptr;
reg space_avail, next_space_avail;
wire [ASYNC_FIFO_MAXINDEX+1:0] wrptr_plus1 = wrptr+1'b1;
wire [ASYNC_FIFO_MAXINDEX+1:0] fifo_depth = wrptr-rdptr;
wire [ASYNC_FIFO_MAXINDEX+1:0] gray_rdptr;
full_synchronizer #(WIDTH) sync_gray_rdptr (clk, reset, stable_rdptr, gray_rdptr);
wire ram_wrenb = data_valid;
wire [ASYNC_FIFO_MAXINDEX:0] ram_wraddr = wrptr[ASYNC_FIFO_MAXINDEX:0];
wire [ASYNC_FIFO_MAXDATA:0] ram_wrdata = wrdata;
initial 
begin 
  stable_wrptr = 0;
  rdptr = 0;
end
always @ (posedge clk or posedge reset)
begin
  if (reset) 
    begin
      stable_wrptr = 0;
      rdptr = 0;
    end
  else
    begin
      stable_wrptr = next_stable_wrptr;
      rdptr = next_rdptr;
    end
end
always @(*)
begin
  #1;
  next_stable_wrptr = bin2gray(next_wrptr);
  next_rdptr = gray2bin(gray_rdptr);
end
initial 
begin 
  space_avail = 0;
  wrptr = 0;
end
always @ (posedge clk or posedge reset)
begin
  if (reset) 
    begin
      space_avail = 1'b1;
      wrptr = 0;
    end
  else
    begin
      space_avail = next_space_avail;
      wrptr = next_wrptr;
      // synthesis translate_off
      if (data_valid)
	begin
          #1; 
	  if (fifo_depth >= (1<<(ASYNC_FIFO_MAXINDEX+1)))
            begin
              $display ("%t: FIFO OVERFLOW!",$realtime);
              $finish;
            end
	end
      // synthesis translate_on
    end
end
always @(*)
begin
  #1;
  next_space_avail = fifo_depth<((1<<(ASYNC_FIFO_MAXINDEX+1))-ASYNC_FIFO_FULLTHRESHOLD);
  next_wrptr = (data_valid && space_avail) ? wrptr_plus1 : wrptr;
end
endmodule
module async_fifo_rdpath (
  clk, reset, 
  read_req, data_avail, 
  data_valid, data_out,
  ram_rdenb, ram_rdaddr, ram_rddata,
  stable_wrptr, stable_rdptr);
parameter ASYNC_FIFO_MAXINDEX = 3;
parameter ASYNC_FIFO_MAXDATA = 31;
input clk, reset;
input read_req;
output data_avail, data_valid;
output [ASYNC_FIFO_MAXDATA:0] data_out;
output ram_rdenb;
output [ASYNC_FIFO_MAXINDEX:0] ram_rdaddr;
input [ASYNC_FIFO_MAXDATA:0] ram_rddata;
input [ASYNC_FIFO_MAXINDEX+1:0] stable_wrptr;
output [ASYNC_FIFO_MAXINDEX+1:0] stable_rdptr;
localparam WIDTH = ASYNC_FIFO_MAXINDEX+2;
function [WIDTH-1:0] gray2bin;
input [WIDTH-1:0] gray;
integer i;
begin
  gray2bin[WIDTH-1] = gray[WIDTH-1];
  for (i=WIDTH-2; i>=0; i=i-1) gray2bin[i] = gray2bin[i+1]^gray[i];
end
endfunction
function [WIDTH-1:0] bin2gray;
input [WIDTH-1:0] bin;
integer i;
begin
  for (i=0; i<WIDTH-1; i=i+1) bin2gray[i] = bin[i+1] ^ bin[i];
  bin2gray[WIDTH-1] = bin[WIDTH-1];
end
endfunction
reg [ASYNC_FIFO_MAXINDEX+1:0] stable_rdptr, next_stable_rdptr;
reg [ASYNC_FIFO_MAXINDEX+1:0] wrptr, next_wrptr;
reg data_avail, next_data_avail;
reg data_valid, next_data_valid;
reg [ASYNC_FIFO_MAXINDEX+1:0] rdptr, next_rdptr;
reg [ASYNC_FIFO_MAXDATA:0] data_out, next_data_out;
wire ram_rdenb = data_avail;
reg [ASYNC_FIFO_MAXINDEX:0] ram_rdaddr;
wire [ASYNC_FIFO_MAXINDEX+1:0] rdptr_plus1 = rdptr+1'b1;
wire [ASYNC_FIFO_MAXINDEX+1:0] gray_wrptr;
full_synchronizer #(WIDTH) sync_gray_wrptr (clk, reset, stable_wrptr, gray_wrptr);
initial
begin
  stable_rdptr = 0;
  wrptr = 0;
end
always @ (posedge clk or posedge reset)
begin
  if (reset)
    begin
      stable_rdptr = 0;
      wrptr = 0;
    end
  else
    begin
      stable_rdptr = next_stable_rdptr;
      wrptr = next_wrptr;
    end
end
always @(*)
begin
  #1;
  next_stable_rdptr = bin2gray(rdptr);
  next_wrptr = gray2bin(gray_wrptr);
end
initial 
begin
  rdptr = 0;
  data_avail = 1'b0;
  data_valid = 1'b0;
end
always @ (posedge clk or posedge reset)
begin
  if (reset) 
    begin
      rdptr = 0;
      data_avail = 1'b0;
      data_valid = 1'b0;
    end
  else
    begin
      rdptr = next_rdptr;
      data_avail = next_data_avail;
      data_valid = next_data_valid;
    end
end
always @ (posedge clk) data_out = next_data_out;
always @(*)
begin
  #1;
  next_rdptr = rdptr;
  next_data_out = {(ASYNC_FIFO_MAXDATA+1){data_avail}} & ram_rddata;
  next_data_valid = 1'b0;
  if (read_req && data_avail)
    begin
      next_data_valid = 1'b1;
      next_rdptr = rdptr_plus1;
    end
  next_data_avail = (next_wrptr != next_rdptr);
  ram_rdaddr = next_rdptr[ASYNC_FIFO_MAXINDEX:0];
end
endmodule
module async_fifo_ram (wrclk, rdclk, wrenb, wrptr, wrdata, rdenb, rdptr, rddata);
parameter ASYNC_FIFO_MAXINDEX = 4;
parameter ASYNC_FIFO_MAXDATA = 31;
input wrclk, rdclk;
input wrenb, rdenb;
input [ASYNC_FIFO_MAXINDEX:0] wrptr, rdptr;
input [ASYNC_FIFO_MAXDATA:0] wrdata;
output [ASYNC_FIFO_MAXDATA:0] rddata;
wire #1 dly_wrenb = wrenb;
wire [ASYNC_FIFO_MAXINDEX:0] #1 dly_wrptr = wrptr;
wire [ASYNC_FIFO_MAXDATA:0] #1 dly_wrdata = wrdata;
wire #1 dly_rdenb = rdenb;
wire [ASYNC_FIFO_MAXINDEX:0] #1 dly_rdptr = rdptr;
reg [ASYNC_FIFO_MAXDATA:0] mem[0:(1<<(ASYNC_FIFO_MAXINDEX+1))-1];
reg [ASYNC_FIFO_MAXINDEX:0] rdptr_reg;
assign rddata = mem[rdptr_reg];
always @ (posedge wrclk)
begin
  if (dly_wrenb) mem[dly_wrptr] = dly_wrdata;
end
always @ (posedge rdclk)
begin
  rdptr_reg = dly_rdptr;
end
endmodule
module dly_signal (clk, indata, outdata);
parameter WIDTH = 1;
input clk;
input [WIDTH-1:0] indata;
output [WIDTH-1:0] outdata;
reg [WIDTH-1:0] outdata, next_outdata;
always @(posedge clk) outdata = next_outdata;
always @*
begin
  #1;
  next_outdata = indata;
end
endmodule
module pipeline_stall (clk, reset, datain, dataout);
parameter WIDTH = 1;
parameter DELAY = 1;
input clk, reset;
input [WIDTH-1:0] datain;
output [WIDTH-1:0] dataout;
reg [(WIDTH*DELAY)-1:0] dly_datain, next_dly_datain;
assign dataout = dly_datain[(WIDTH*DELAY)-1 : WIDTH*(DELAY-1)];
initial dly_datain = 0;
always @ (posedge clk or posedge reset)
begin
  if (reset)
    dly_datain = 0;
  else dly_datain = next_dly_datain;
end
always @*
begin
  #1;
  next_dly_datain = {dly_datain, datain};
end
endmodule
module full_synchronizer (clk, reset, datain, dataout);
parameter WIDTH = 1;
input clk, reset;
input [WIDTH-1:0] datain;
output [WIDTH-1:0] dataout;
pipeline_stall #(WIDTH,2) sync (clk, reset, datain, dataout);
endmodule
module reset_sync (clk, hardreset, reset);
input clk, hardreset;
output reset;
reg [3:0] reset_reg, next_reset_reg;
assign reset = reset_reg[3];
initial reset_reg = 4'hF;
always @ (posedge clk or posedge hardreset)
begin
  if (hardreset)
    reset_reg = 4'hF;
  else reset_reg = next_reset_reg;
end
always @*
begin
  next_reset_reg = {reset_reg,1'b0};
end
endmodule
--- design/flow/run.sh ---
#!/bin/bash
# OpenROAD 26Q1-2900-gdf79404cd8, Yosys 0.63+post, stock flow scripts
make -C /OpenROAD-flow-scripts/flow DESIGN_CONFIG=/design/flow/config.mk WORK_HOME=/design/flow/orfs finish
--- design/flow/config.mk ---
export PLATFORM = sky130hd
export DESIGN_NAME = async_fifo
export DESIGN_NICKNAME = async_fifo
export VERILOG_FILES = /design/flow/design.v
export SDC_FILE = /design/flow/constraint.sdc
export NUM_CORES = 4
export LEC_CHECK = 1
export CORE_UTILIZATION = 50
--- design/flow/constraint.sdc ---
current_design async_fifo

set clk_period 8.1
set clk_io_pct 0.2

create_clock -name clk0 -period $clk_period [get_ports {rdclk}]
create_clock -name clk1 -period $clk_period [get_ports {wrclk}]

set non_clock_inputs [all_inputs -no_clocks]
set_input_delay [expr $clk_period * $clk_io_pct] -clock clk0 $non_clock_inputs
set_output_delay [expr $clk_period * $clk_io_pct] -clock clk0 [all_outputs]
==> reports/results.txt <==
Logic area: 4410 sq um
RSZ-0062 raised after global routing: no
chip area: 44600 sq um
vertical die size: 211 um
port buffer count: 71
Area Growth Syn to Fin: 16.2%
EDFF count, synth: 512
TritonCTS clock tree: yes
Basic Gates by Area: 1.42%
main flop type: edfxtp_1
DR vias: 9888
Post-DRT Antenna Nets: 0
register area: 17300 sq um
Synth Area in Adders: 0.572%
clock skew: 22.6 ps
Int Pwr: 6630 uW
RR Endpoint: rdpath.data_out[10]$_DFF_P_
Synth Cell Area: 21900 sq um
Worst slew margin: 50.6%
Hold Crit Endpoint: wrpath.sync_gray_rdptr.sync.dly_datain[4]$_DFF_PP0_
fill cell count: 3108
setup ws final: 4740 ps
Wirelength per Cell: 24.8 um
Startpoint Class: flip-flop
Gates resized, CTS repair: 0
Largest register FFs: 512
dpl ws: 4230 ps
Mapped Cells: 978
# Cells Yosys: 978
clk sinks: 595
measured slew at the worst slew-check pin: 740 ps
post-synthesis xor/xnor area fraction: 1.11%
violation count after the first detailed-route iteration: 550
sequential share of power: 44.2%
r2r setup slk: 5650 ps
Pre-Place Util: 50.8%
Ant. Diodes: 0
yosys aoi share: 3.42%
crit end category: output pin
Reg2Reg Depth: 4
first-pass GRT wire length: 65.6 mm
IO Pins: 73
vias per cell: 5.72
Post-synth seq share: 78.9%
area fraction in mux cells: 13.3%
Min-Delay Path Class: flip-flop to flip-flop
Dominant comb cell: multiplexers
Tool Warnings: 29
Worst Hold Launch: rdpath.stable_rdptr[4]$_DFF_PP0_
Worst Hold Path Cells: 0
post-synthesis async set-or-reset flop share: 7.90%
Clk pwr share: 30.7%
ratio of cells with drive above 1 in the final layout: 24.0%
largest fanout on the critical path: 39
Core Rows: 76
setup TNS: 0 ps
dpl cells: 1615
critical path data required time: 6480 ps
CTS Hold Bufs: 0
gr usage total: 22.9%
largest net degree at the start of global routing: 56
initial antenna violation count: 1
arrival time at the worst endpoint: 1740 ps
mean area per synthesized cell: 22.4 sq um
Post-CTS Setup Inserts: 0
flops out of synthesis: 595
Clock transition at path regs: 60 ps
Die W: 211 um
MaxCap Viol Count: 0
post-synthesis cell type count: 40
DRT Wirelength: 43.0 mm
Slew Limit Fails: 0
crit path from: rdpath.data_avail$_DFF_PP0_
vias in the first global route: 11017
NetSw: 2580 uW
Final setup viols: 0
Peak VDD IR: 0.225 mV
switch share: 28.0%
critical path type: flip-flop to output pin
PD cells: 362 nW/um^2
GPL Wtd Cong: 0.792
Initial DRT Pass Iterations: 4
Final Hold Violation Tally: 0
RR Startpoint: ram.rdptr_reg[2]$_DFF_P_
power share of the combinational group: 25.1%
Leakage: 0.00836 uW
fin cells: 1730
YS chip area: 21900 sq um
DRC: 0
yosys warns: 7
gr ovfl total: 0
core area: 43100 sq um
DP Wirelength: 23.2 mm
status: finished, final reports clean
-- layout make-up --
cell class                      count  area share [%]
Sequential cell                   595            67.9
Clock inverter                     33            1.16
Timing Repair Buffer              101            3.73
Inverter                           14           0.207
Tap cell                          585            2.88
Clock buffer                       82            6.76
Multi-Input combinational cell    320            17.3
-- cell usage in the layout (no fill, tap or decap), drive strengths merged, types with 2 or more instances in the layout --
cell / instances
edfxtp: 512
nand4: 4
nor3: 2
nor2: 7
dfxtp: 36
inv: 17
dfrtp: 46
nand3: 6
nand2: 6
xnor2: 19
a21boi: 32
bufinv: 5
mux4: 129
ha: 10
clkbuf: 82
clkinv: 23
a22oi: 64
or2: 2
a21oi: 2
xor2: 8
clkinvlp: 2
and2: 14
buf: 30
nor2b: 3
and3: 3
clkdlybuf4s50: 71
-- cell families after synthesis --
logic type	count (synthesis)
compound gates	100
xor+xnor	27
fa+ha+maj	10
buf+inv	63
flops	595
mux	130
simple gates	53
-- layer usage --
layer / global-route usage, % / vias up / part of all wire (%)
met2: 31.4 / 501 / 47
met1: 35.9 / 5020 / 38
met3: 14.3 / 70 / 13
met4: 4.87 / 2 / 2.7
met5: 0 / - / 0.026
li1: - / 4295 / -
-- cells in the mapped netlist, types with 2 or more instances --
cell	number	area share, %
a22oi_1	64	2.2
a21oi_1	2	0.046
nor2_1	7	0.12
xnor2_1	19	0.76
buf_2	14	0.32
and2_1	14	0.40
buf_1	12	0.21
ha_1	10	0.57
or2_1	2	0.057
xor2_1	7	0.28
a21boi_1	32	1.1
and3_1	3	0.086
nand2_1	5	0.086
nor2b_1	3	0.086
inv_1	13	0.22
dfxtp_1	36	3.3
nand4_1	3	0.086
buf_4	2	0.069
mux4_2	129	13
dfrtp_1	46	5.3
edfxtp_1	512	70
nor3_1	2	0.046
nand3_1	5	0.11
clkbuf_1	20	0.34
-- worst max path at each step --
| stage | endpoint |
|---|---|
| 6_report | data_avail |
| 5_1_grt | data_avail |
| 4_1_cts | data_avail |
-- critical path: stages (launching register included) --
cell and delay, ps:
dfrtp_2 340, buf_4 460, clkdlybuf4s50_1 570
-- power by group through the flow --
stage / clock network (uW) / logic [uW] / registers [uW]
global route: 3010 / 2530 / 4120
finish: 2830 / 2310 / 4060
CTS: 2910 / 2370 / 4070
-- through the flow --
step	util (%)	hold WS, ps	cell area, sq um	total power [uW]
floorplan	-	331	21900	5630
global placement	54.4	336	23400	6480
detailed placement	54.4	339	23400	6480
CTS	59.1	139	25400	9350
global route	59.1	152	25400	9660
finish	59.1	137	25400	9200
Power is estimated from default activity; no workload was simulated.
